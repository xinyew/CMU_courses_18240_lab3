==> flow/design.v <==
`default_nettype none
module dFlipFlop(
  output logic q,
  input  logic d, clock, reset);
  always_ff @(posedge clock)
    if (reset == 1'b1)
      q <= 0;
    else
      q <= d;
endmodule : dFlipFlop
module myExplicitFSM(
  output logic [3:0] cMove,
  output logic       win,
  output logic       q0, q1, q2,
  input  logic [3:0] hMove,
  input  logic       clock, reset);
  logic d0, d1, d2;
  dFlipFlop ff0(.d(d0),
                .q(q0),
                .clock(clock),
                .reset(reset)),
            ff1(.d(d1),
                .q(q1),
                .clock(clock),
                .reset(reset)),
            ff2(.d(d2),
                .q(q2),
                .clock(clock),
                .reset(reset));
  assign d2 = ((~q2) & q1 & q0 & (~hMove[3]) & (~hMove[2]) & hMove[1] 
  & (~hMove[0])) | 
              ((~q2) & q1 & q0 & (~hMove[3]) & (~hMove[2]) & hMove[1] 
              & (~hMove[0])) |
              ((~q2) & q1 & q0 & (~hMove[3]) & hMove[2] & hMove[1] 
              & hMove[0]) |
              ((~q2) & q1 & q0 & hMove[3] & (~hMove[2]) & (~hMove[1]) 
              & (~hMove[0])) |
              (q2 & (~q1) & (~q0) & (~hMove[3]) & (~hMove[2]) & (~hMove[1])
               & hMove[0]) |
              (q2 & (~q1) & (~q0) & (~hMove[3]) & (~hMove[2]) & hMove[1]
               & (~hMove[0])) |
              (q2 & (~q1) & (~q0) & (~hMove[3]) & (~hMove[2]) & hMove[1] 
              & hMove[0]) |
              (q2 & (~q1) & (~q0) & (~hMove[3]) & hMove[2] & (~hMove[1]) 
              & (~hMove[0])) |
              (q2 & (~q1) & (~q0) & (~hMove[3]) & hMove[2] & (~hMove[1]) 
              & hMove[0]) |
              (q2 & (~q1) & (~q0) & (~hMove[3]) & hMove[2] & hMove[1] 
              & (~hMove[0])) |
              (q2 & (~q1) & (~q0) & (~hMove[3]) & hMove[2] & hMove[1] 
              & hMove[0]) |
              (q2 & (~q1) & (~q0) & hMove[3] & (~hMove[2]) & (~hMove[1]) 
              & (~hMove[0])) |
              (q2 & (~q1) & (~q0) & hMove[3] & (~hMove[2]) & (~hMove[1]) 
              & hMove[0]) |
              (q2 & (~q1) & q0 & (~hMove[3]) & (~hMove[2]) & (~hMove[1])
               & hMove[0]) |
              (q2 & (~q1) & q0 & (~hMove[3]) & (~hMove[2]) & hMove[1] 
              & (~hMove[0])) |
              (q2 & (~q1) & q0 & (~hMove[3]) & (~hMove[2]) & hMove[1] 
              & hMove[0]) |
              (q2 & (~q1) & q0 & (~hMove[3]) & hMove[2] & (~hMove[1])
               & (~hMove[0])) |
              (q2 & (~q1) & q0 & (~hMove[3]) & hMove[2] & (~hMove[1]) 
              & hMove[0]) |
              (q2 & (~q1) & q0 & (~hMove[3]) & hMove[2] & hMove[1] 
              & (~hMove[0])) |
              (q2 & (~q1) & q0 & (~hMove[3]) & hMove[2] & hMove[1]
               & hMove[0]) |
              (q2 & (~q1) & q0 & hMove[3] & (~hMove[2]) & (~hMove[1])
              & (~hMove[0])) |
              (q2 & (~q1) & q0 & hMove[3] & (~hMove[2]) & (~hMove[1]) 
              & hMove[0]);
  assign d1 = ((~q2) & (~q1) & q0 & (~hMove[3]) & (~hMove[2]) & hMove[1] 
  & (~hMove[0])) |
              ((~q2) & (~q1) & q0 & (~hMove[3]) & (~hMove[2]) & hMove[1] 
              & hMove[0]) |
              ((~q2) & (~q1) & q0 & (~hMove[3]) & hMove[2] & (~hMove[1]) 
              & (~hMove[0])) |
              ((~q2) & (~q1) & q0 & (~hMove[3]) & hMove[2] & hMove[1] 
              & hMove[0]) |
              ((~q2) & (~q1) & q0 & hMove[3] & (~hMove[2]) & (~hMove[1]) 
              & (~hMove[0])) |
              ((~q2) & (~q1) & q0 & hMove[3] & (~hMove[2]) & (~hMove[1]) 
              & hMove[0]) |
              ((~q2) & q1 & (~q0) & (~hMove[3]) & (~hMove[2]) & (~hMove[1]) 
              & hMove[0]) |
              ((~q2) & q1 & (~q0) & (~hMove[3]) & (~hMove[2]) & hMove[1]
              & (~hMove[0])) |
              ((~q2) & q1 & (~q0) & (~hMove[3]) & (~hMove[2]) & hMove[1] 
              & hMove[0]) |
              ((~q2) & q1 & (~q0) & (~hMove[3]) & hMove[2] & (~hMove[1])
               & (~hMove[0])) |
              ((~q2) & q1 & (~q0) & (~hMove[3]) & hMove[2] & (~hMove[1]) 
              & hMove[0]) |
              ((~q2) & q1 & (~q0) & (~hMove[3]) & hMove[2] & hMove[1] 
              & (~hMove[0])) |
              ((~q2) & q1 & (~q0) & (~hMove[3]) & hMove[2] & hMove[1]
               & hMove[0]) |
              ((~q2) & q1 & (~q0) & q0 & hMove[3] & (~hMove[2]) & (~hMove[1]) 
              & (~hMove[0])) |
              ((~q2) & q1 & (~q0) & hMove[3] & (~hMove[2]) & (~hMove[1]) 
              & hMove[0]) |
              ((~q2) & q1 & q0 & (~hMove[3]) & (~hMove[2]) & (~hMove[1])
               & hMove[0]) |
              ((~q2) & q1 & q0 & (~hMove[3]) & (~hMove[2]) & hMove[1]
               & hMove[0]) |
              ((~q2) & q1 & q0 & (~hMove[3]) & hMove[2] & (~hMove[1]) 
              & hMove[0]) |
              ((~q2) & q1 & q0 & (~hMove[3]) & hMove[2] & hMove[1] 
              & (~hMove[0])) |
              ((~q2) & q1 & q0 & hMove[3] & (~hMove[2]) & (~hMove[1]) 
              & hMove[0]);
  assign d0 = ((~q2) & (~q1) & (~q0) & (~hMove[3]) & hMove[2] & hMove[1] 
  & (~hMove[0])) |
              ((~q2) & (~q1) & q0 & (~hMove[3]) & (~hMove[2]) & (~hMove[1]) 
              & hMove[0]) |
              ((~q2) & (~q1) & q0 & (~hMove[3]) & hMove[2] & (~hMove[1]) 
              & hMove[0]) |
              ((~q2) & (~q1) & q0 & (~hMove[3]) & (~hMove[2]) & (~hMove[1]) 
              & hMove[0]) |
              ((~q2) & q1 & q0 & (~hMove[3]) & (~hMove[2]) & (~hMove[1]) 
              & hMove[0]) |
              ((~q2) & q1 & q0 & (~hMove[3]) & (~hMove[2]) & hMove[1]
               & (~hMove[0])) |
              ((~q2) & q1 & q0 & (~hMove[3]) & (~hMove[2]) & hMove[1]
               & hMove[0]) |
              ((~q2) & q1 & q0 & (~hMove[3]) & hMove[2] & (~hMove[1]) 
              & hMove[0]) |
              ((~q2) & q1 & q0 & (~hMove[3]) & hMove[2] & hMove[1]
               & (~hMove[0])) |
              ((~q2) & q1 & q0 & hMove[3] & (~hMove[2]) & (~hMove[1]) 
              & hMove[0]) |
              (q2 & (~q1) & q0 & (~hMove[3]) & (~hMove[2]) & (~hMove[1]) 
              & hMove[0]) |
              (q2 & (~q1) & q0 & (~hMove[3]) & (~hMove[2]) & hMove[1]
               & (~hMove[0])) |
              (q2 & (~q1) & q0 & (~hMove[3]) & (~hMove[2]) & hMove[1] 
              & hMove[0]) |
              (q2 & (~q1) & q0 & (~hMove[3]) & hMove[2] & (~hMove[1]) 
              & (~hMove[0])) |
              (q2 & (~q1) & q0 & (~hMove[3]) & hMove[2] & (~hMove[1])
               & hMove[0]) |
              (q2 & (~q1) & q0 & (~hMove[3]) & hMove[2] & hMove[1]
               & (~hMove[0])) |
              (q2 & (~q1) & q0 & (~hMove[3]) & hMove[2] & hMove[1] 
              & hMove[0]) |
              (q2 & (~q1) & q0 & q0 & hMove[3] & (~hMove[2]) 
              & (~hMove[1]) & (~hMove[0])) |
              (q2 & (~q1) & q0 & hMove[3] & (~hMove[2]) & (~hMove[1])
               & hMove[0]);
  assign cMove[3] = (~q2) & q1 & (~q0);
  assign cMove[2] = ((~q2) & (~q1) & (~q0)) |
                    (q2 & (~q1) & q0);
  assign cMove[1] = ((~q2) & q1 & q0) |
                    (q2 & (~q1) & (~q0)) |
                    (q2 & (~q1) & q0);
  assign cMove[0] = ((~q2) & (~q1) & (~q0)) |
                    ((~q2) & (~q1) & q0) |
                    ((~q2) & q1 & (~q0)) |
                    ((~q2) & q1 & q0) |
                    (q2 & (~q1) & q0);
  assign win = ((~q2) & q1 & (~q0)) |
               (q2 & (~q1) & (~q0)) |
               (q2 & (~q1) & q0);
endmodule : myExplicitFSM
==> flow/run.sh <==
#!/bin/bash
# OpenROAD 26Q1-2900-gdf79404cd8, Yosys 0.63+post, stock flow scripts
make -C /OpenROAD-flow-scripts/flow DESIGN_CONFIG=/design/flow/config.mk WORK_HOME=/design/flow/orfs finish
==> flow/config.mk <==
export PLATFORM = sky130hd
export DESIGN_NAME = myExplicitFSM
export DESIGN_NICKNAME = myExplicitFSM
export VERILOG_FILES = /design/flow/design.v
export SDC_FILE = /design/flow/constraint.sdc
export NUM_CORES = 4
export LEC_CHECK = 1
export CORE_AREA = 10 10 70 70
export DIE_AREA = 0 0 80 80
==> flow/constraint.sdc <==
current_design myExplicitFSM

set clk_period 1.5
set clk_io_pct 0.2

create_clock -name clk0 -period $clk_period [get_ports {clock}]

set non_clock_inputs [all_inputs -no_clocks]
set_input_delay [expr $clk_period * $clk_io_pct] -clock clk0 $non_clock_inputs
set_output_delay [expr $clk_period * $clk_io_pct] -clock clk0 [all_outputs]
==> impl_metrics.py <==
# Flow results
metrics = {
    "logic_synthesis": {
        "synth_cells": 57,
        "yosysCellCount": 57,
        "synth-main-ff-cell": "dfxtp_1",
        "avgSynthCellArea_um2": 7.22,
        "ys_types": 26,
        "ys_warn_count": 1,
        "ys_chip_area_um2": 412,
        "async_flop_share_pct": 0,
        "edf_count": 0,
        "ys_seq_elements": 3,
        "postSynthSeqShare_pct": 14.6,
        "netlist_area_um2": 412,
    },
    "critical_path": {
        "rr_startpoint": "ff2.q",
        "r2r_slack_ns": 0.04,
        "crit_required_ns": 1.67,
        "crit_path_end_kind": "flip-flop",
        "cp-start-kind": "flip-flop",
        "cp_data_arrival_time_ns": 1.63,
        "path_class": "reg -> reg",
        "worstReg2RegEnd": "ff1.q",
        "cp_max_fo": 5,
        "r2r_cells": 6,
    },
    "grt": {
        "overflow": 0,
        "grt_start_max_net_pins": 9,
        "grt_pass1_vias": 540,
        "track_usage_pct": 3.89,
        "antenna_found_initial": 0,
        "grt_pass1_wl_mm": 2.17,
    },
    "clocking": {
        "postCtsHoldBufs": 0,
        "clock-root-buffer": "clkbuf_4",
        "cts_buffers": 3,
        "h-tree-depth": 1,
        "cts.sinks": 3,
        "cts_buffer_depth": 2,
        "cts_tree": "built",
        "clk_pin_slew_ns": 0.04,
        "clock_latency_ns": 0.23,
    },
    "hold_path": {
        "hp-class": "in -> reg",
        "holdPathEnd": "ff0.q",
        "min_path_cells": 4,
        "worstHoldStart": "hMove[1]",
    },
    "routing": {
        "wl_mm": 1.37,
        "routedWlPerCell_um": 10.1,
        "drtIter0Drc": 12,
        "first_pass_iters": 4,
        "vias_per_cell": 3.96,
        "drc": 0,
        "vias": 534,
        "ant_nets": 0,
        "antenna_cells": 0,
    },
    "final_timing": {
        "hold_violations": 0,
        "tightest_slew_ns": 0.366,
        "fin_crit_ns": 1.46,
        "relSlewSlack_pct": 75.6,
        "finalSetupViolCount": 0,
        "skew_ns": 0.00124,
        "maxSlewViolCount": 0,
        "finalCritPeriodShare_pct": 97.5,
        "whs_ns": 0.610,
        "totalNegativeSetupSlack_ns": 0,
        "clock.fmax_mhz": 684,
    },
    "flow_run": {
        "warnings": 26,
        "maxCapViolCount": 0,
    },
    "cells_and_area": {
        "fillers": 377,
        "drive_above_1_share_pct": 48.3,
        "area_delta_synth_final_pct": 99.1,
    },
    "place": {
        "gp_congestion": 0.918,
        "io_buffer_count": 13,
        "dpl.hpwl_mm": 1.03,
    },
    "outcome": {
        "status": "completed",
    },
    "power_and_ir_drop": {
        "power_density_mw_per_mm2": 379,
        "p_leak_uw": 0.000357,
        "irDropWorstVdd_uv": 116,
    },
    "floorplanning": {
        "ioPinCount": 14,
        "die_w_um": 80,
        "core_mm2": 0.00342,
        "rows": 21,
        "die-area_mm2": 0.00640,
        "fp.dieH_um": 80,
        "initial_utilization_pct": 12.1,
    },
}
kinds of logic (layout without fill, tap and decap cells):
| family | after synthesis | count (layout) | synth area share (%) |
|---|---|---|---|
| xor+xnor | 3 | 3 | 6.38 |
| simple gates | 28 | 28 | 44.4 |
| buf+inv | 8 | 40 | 14.0 |
| flops | 3 | 3 | 14.6 |
| compound gates | 15 | 15 | 20.7 |
repair_timing:
item                                    in CTS  in global routing
pin swaps                                    2                  3
setup buffers                                3                  1
gates resized                               16                 20
endpoints found under the setup margin       8                  6
power breakdown:
part,internal [uW],switching [uW],leakage (uW),total (uW)
registers,79.4,0.822,0.0000260,80.3
clock network,99.6,41.2,0.0000150,141
logic,48.6,40.8,0.000316,89.4
layer usage:
| metal | vias to the layer above | track usage (%) | share of wire [%] |
|---|---|---|---|
| li1 | 268 | - | - |
| met1 | 240 | 4.57 | 41 |
| met2 | 22 | 6.58 | 45 |
| met3 | 4 | 1.02 | 11 |
| met4 | 0 | 1.41 | 2.9 |
| met5 | - | 0 | 0 |
critical path, stage by stage, from the launching register on:
cell	delay (ns)
dfxtp_2	0.31
buf_6	0.13
buf_4	0.15
nor4b_2	0.35
a211oi_1	0.13
nor3_1	0.20
a211o_1	0.12
sequential cells by signal, indices dropped and copies added (netlist names):
| register | count |
|---|---|
| ff2.q | 1 |
| ff1.q | 1 |
| ff0.q | 1 |
worst max path at each step:
stage	startpoint	cells past startpoint	endpoint	slack, ns
final	ff2.q	6	ff1.q	0.04
after global routing	ff2.q	6	ff1.q	-0.03
after CTS	ff1.q	2	q1	-0.005
metrics by stage:
| step | instance area (um2) | cells | setup WS (ns) | util [%] | total power, uW |
|---|---|---|---|---|---|
| 3_3_place_gp | 681 | 127 | -0.243 | 19.9 | 161 |
| 6_report | 820 | 135 | 0.0379 | 24.0 | 310 |
| 2_1_floorplan | 412 | 57 | 0.273 | - | 119 |
| 5_1_grt | 820 | 135 | -0.0348 | 24.0 | 328 |
| 3_5_place_dp | 681 | 127 | -0.209 | 19.9 | 162 |
| 4_1_cts | 747 | 134 | -0.00467 | 21.9 | 312 |
layout by cell type, fill, tap and decap left out, types with 2 or more instances in the layout:
master            n
buf_4            19
nor2_1            5
a21oi_1           5
clkdlybuf4s50_1   4
dlygate4sd2_1     4
o21ai_0           3
nand3_1           3
nor4b_2           3
nand3b_1          3
o21ai_1           3
clkbuf_4          3
dlymetal6s2s_1    3
buf_6             3
xor2_2            2
nand2b_4          2
dfxtp_2           2
final cells by class:
cell class,count,area (um2),area share [%]
timing repair buffer,35,299,36.5
multi-input combinational,46,367,44.7
tap,46,57.6,7.02
sequential,3,66.3,8.09
inverter,1,3.75,0.458
clock buffer,4,26.3,3.21
synth_stat cells (2+ instances only):
cell      number  area share (%)
a21oi_1        5             6.1
buf_2          4             4.9
buf_6          3             8.2
dfxtp_1        3              15
nand2_1        2             1.8
nand2b_1       3             4.6
nand3_1        3             3.6
nand3b_1       3             5.5
nor2_1         5             4.6
nor4_1         2             3.0
nor4b_1        2             4.3
o21ai_0        6             7.3
xor2_1         3             6.4
Power and IR drop assume default switching activity.
