`flow/config.mk`:
```
export PLATFORM = sky130hd
export DESIGN_NAME = task5
export DESIGN_NICKNAME = task5
export VERILOG_FILES = /design/flow/design.v
export SDC_FILE = /design/flow/constraint.sdc
export NUM_CORES = 4
export LEC_CHECK = 1
export CORE_AREA = 10 10 105 105
export DIE_AREA = 0 0 115 115
```
`flow/constraint.sdc`:
```
current_design task5

set clk_period 3.0
set clk_io_pct 0.2

create_clock -name clk0 -period $clk_period [get_ports {clock}]

set non_clock_inputs [all_inputs -no_clocks]
set_input_delay [expr $clk_period * $clk_io_pct] -clock clk0 $non_clock_inputs
set_output_delay [expr $clk_period * $clk_io_pct] -clock clk0 [all_outputs]
```
`flow/design.v`:
```
`default_nettype none
module task5 (
  output logic [3:0] cMove,
  output logic       win,
  output logic [3:0] h3, h2, h1, h0, c3, c2, c1, c0,
  input  logic [3:0] hMove,
  input  logic       clock, reset, enter_L, newGame_L);
  enum logic [5:0] {
                    C_5 = 6'd0,
                    C_5_I = 6'd1,
                    C_5_H_6_E = 6'd2,
                    C_1_5_H_6 = 6'd3,
                    C_1_5_H_6_I = 6'd4,
                    C_1_5_H_2_6_E = 6'd5,
                    C_1_5_H_3_6_E = 6'd6,
                    C_1_5_H_4_6_E = 6'd7,
                    C_1_5_H_6_7_E = 6'd8,
                    C_1_5_H_6_8_E = 6'd9,
                    C_1_5_H_6_9_E = 6'd10,
                    C_1_5_9_H_2_6_W = 6'd11,
                    C_1_5_9_H_2_6_W_N = 6'd12,
                    C_1_5_9_H_3_6_W = 6'd13,
                    C_1_5_9_H_3_6_W_N = 6'd14,
                    C_1_5_9_H_4_6_W = 6'd15,
                    C_1_5_9_H_4_6_W_N = 6'd16,
                    C_1_5_9_H_6_7_W = 6'd17,
                    C_1_5_9_H_6_7_W_N = 6'd18,
                    C_1_5_9_H_6_8_W = 6'd19,
                    C_1_5_9_H_6_8_W_N = 6'd20,
                    C_1_3_5_H_6_9 = 6'd21,
                    C_1_3_5_H_6_9_I = 6'd22,
                    C_1_3_5_H_2_6_9_E = 6'd23,
                    C_1_3_5_H_4_6_9_E = 6'd24,
                    C_1_3_5_H_6_7_9_E = 6'd25,
                    C_1_3_5_H_6_8_9_E = 6'd26,
                    C_1_2_3_5_H_4_6_9_W = 6'd27,
                    C_1_2_3_5_H_4_6_9_W_N = 6'd28,
                    C_1_2_3_5_H_6_7_9_W = 6'd29,
                    C_1_2_3_5_H_6_7_9_W_N = 6'd30,
                    C_1_2_3_5_H_6_8_9_W = 6'd31,
                    C_1_2_3_5_H_6_8_9_W_N = 6'd32,
                    C_1_3_5_7_H_2_6_9_W = 6'd33,
                    C_1_3_5_7_H_2_6_9_W_N = 6'd34
                   } currState, nextState;
  always_comb begin
    unique case (currState)
      C_5: begin
        if (~enter_L) begin
          if (hMove != 4'd6)
            nextState = C_5_I;
          else
            nextState = C_5_H_6_E;
        end
        else
          nextState = C_5;
      end
      C_1_5_H_6: begin
        if (~enter_L)
          unique case (hMove)
            4'd1,
            4'd5,
            4'd6: nextState = C_1_5_H_6_I;
            4'd2: nextState = C_1_5_H_2_6_E;
            4'd3: nextState = C_1_5_H_3_6_E;
            4'd4: nextState = C_1_5_H_4_6_E;
            4'd7: nextState = C_1_5_H_6_7_E;
            4'd8: nextState = C_1_5_H_6_8_E;
            4'd9: nextState = C_1_5_H_6_9_E;
          endcase
        else
          nextState = C_1_5_H_6;
      end
      C_1_3_5_H_6_9:
        if (~enter_L)
          unique case (hMove)
            4'd1,
            4'd3,
            4'd5,
            4'd6,
            4'd9: nextState = C_1_3_5_H_6_9_I;
            4'd2: nextState = C_1_3_5_H_2_6_9_E;
            4'd4: nextState = C_1_3_5_H_4_6_9_E;
            4'd7: nextState = C_1_3_5_H_6_7_9_E;
            4'd8: nextState = C_1_3_5_H_6_8_9_E;
          endcase
        else
          nextState = C_1_3_5_H_6_9;
      C_5_H_6_E:
        if (enter_L)
          nextState = C_1_5_H_6;
        else
          nextState = C_5_H_6_E;
      C_1_5_H_2_6_E:
        if (enter_L)
          nextState = C_1_5_9_H_2_6_W;
        else
          nextState = C_1_5_H_2_6_E;
      C_1_5_H_3_6_E:
        if (enter_L)
          nextState = C_1_5_9_H_3_6_W;
        else
          nextState = C_1_5_H_3_6_E;
      C_1_5_H_4_6_E:
        if (enter_L)
          nextState = C_1_5_9_H_4_6_W;
        else
          nextState = C_1_5_H_4_6_E;
      C_1_5_H_6_7_E:
        if (enter_L)
          nextState = C_1_5_9_H_6_7_W;
        else
          nextState = C_1_5_H_6_7_E;
      C_1_5_H_6_8_E:
        if (enter_L)
          nextState = C_1_5_9_H_6_8_W;
        else
          nextState = C_1_5_H_6_8_E;
      C_1_5_H_6_9_E:
        if (enter_L)
          nextState = C_1_3_5_H_6_9;
        else
          nextState = C_1_5_H_6_9_E;
      C_1_3_5_H_2_6_9_E:
        if (enter_L)
          nextState = C_1_3_5_7_H_2_6_9_W;
        else
          nextState = C_1_3_5_H_2_6_9_E;
      C_1_3_5_H_4_6_9_E:
        if (enter_L)
          nextState = C_1_2_3_5_H_4_6_9_W;
        else
          nextState = C_1_3_5_H_4_6_9_E;
      C_1_3_5_H_6_7_9_E:
        if (enter_L)
          nextState = C_1_2_3_5_H_6_7_9_W;
        else
          nextState = C_1_3_5_H_6_7_9_E;
      C_1_3_5_H_6_8_9_E:
        if (enter_L)
          nextState = C_1_2_3_5_H_6_8_9_W;
        else
          nextState = C_1_3_5_H_6_8_9_E;
      C_1_5_9_H_2_6_W:
        if (~newGame_L)
          nextState = C_1_5_9_H_2_6_W_N;
        else
          nextState = C_1_5_9_H_2_6_W;
      C_1_5_9_H_3_6_W:
        if (~newGame_L)
          nextState = C_1_5_9_H_3_6_W_N;
        else
          nextState = C_1_5_9_H_3_6_W;
      C_1_5_9_H_4_6_W:
        if (~newGame_L)
          nextState = C_1_5_9_H_4_6_W_N;
        else
          nextState = C_1_5_9_H_4_6_W;
      C_1_5_9_H_6_7_W:
        if (~newGame_L)
          nextState = C_1_5_9_H_6_7_W_N;
        else
          nextState = C_1_5_9_H_6_7_W;
      C_1_5_9_H_6_8_W:
        if (~newGame_L)
          nextState = C_1_5_9_H_6_8_W_N;
        else
          nextState = C_1_5_9_H_6_8_W;
      C_1_3_5_7_H_2_6_9_W:
        if (~newGame_L)
          nextState = C_1_3_5_7_H_2_6_9_W_N;
        else
          nextState = C_1_3_5_7_H_2_6_9_W;
      C_1_2_3_5_H_4_6_9_W:
        if (~newGame_L)
          nextState = C_1_2_3_5_H_4_6_9_W_N;
        else
          nextState = C_1_2_3_5_H_4_6_9_W;
      C_1_2_3_5_H_6_7_9_W:
        if (~newGame_L)
          nextState = C_1_2_3_5_H_6_7_9_W_N;
        else
          nextState = C_1_2_3_5_H_6_7_9_W;
      C_1_2_3_5_H_6_8_9_W:
        if (~newGame_L)
          nextState = C_1_2_3_5_H_6_8_9_W_N;
        else
          nextState = C_1_2_3_5_H_6_8_9_W;
      C_5_I:
        if (enter_L)
          nextState = C_5;
        else
          nextState = C_5_I;
      C_1_5_H_6_I:
        if (enter_L)
          nextState = C_1_5_H_6;
        else
          nextState = C_1_5_H_6_I;
      C_1_3_5_H_6_9_I:
        if (enter_L)
          nextState = C_1_3_5_H_6_9;
        else
          nextState = C_1_3_5_H_6_9_I;
      C_1_5_9_H_2_6_W_N:
        if (newGame_L)
          nextState = C_5;
        else
          nextState = C_1_5_9_H_2_6_W_N;
      C_1_5_9_H_3_6_W_N:
        if (newGame_L)
          nextState = C_5;
        else
          nextState = C_1_5_9_H_3_6_W_N;
      C_1_5_9_H_4_6_W_N:
        if (newGame_L)
          nextState = C_5;
        else
          nextState = C_1_5_9_H_4_6_W_N;
      C_1_5_9_H_6_7_W_N:
        if (newGame_L)
          nextState = C_5;
        else
          nextState = C_1_5_9_H_6_7_W_N;
      C_1_5_9_H_6_8_W_N:
        if (newGame_L)
          nextState = C_5;
        else
          nextState = C_1_5_9_H_6_8_W_N;
      C_1_2_3_5_H_4_6_9_W_N:
        if (newGame_L)
          nextState = C_5;
        else
          nextState = C_1_2_3_5_H_4_6_9_W_N;
      C_1_2_3_5_H_6_7_9_W_N:
        if (newGame_L)
          nextState = C_5;
        else
          nextState = C_1_2_3_5_H_6_7_9_W_N;
      C_1_2_3_5_H_6_8_9_W_N:
        if (newGame_L)
          nextState = C_5;
        else
          nextState = C_1_2_3_5_H_6_8_9_W_N;
      C_1_3_5_7_H_2_6_9_W_N:
        if (newGame_L)
          nextState = C_5;
        else
          nextState = C_1_3_5_7_H_2_6_9_W_N;
    endcase
  end
always_comb begin
    cMove = 4'b0000;
    win = 1'b1;
    {c3, c2, c1, c0, h3, h2, h1, h0} = 32'b0;
    if (currState == C_5) begin
      cMove = 4'h5;
      win = 0;
      c3 = 4'd5;
    end
    if (currState == C_5_I) begin
      cMove = 4'h5;
      win = 0;
      c3 = 4'd5;
    end
    if (currState == C_5_H_6_E) begin
      cMove = 4'h5;
      win = 0;
      c3 = 4'd5;
    end
    if (currState == C_1_5_H_6) begin
      cMove = 4'h1;
      win = 0;
      c3 = 4'd1;
      c2 = 4'd5;
      h3 = 4'd6;
    end
    if (currState == C_1_5_H_6_I) begin
      cMove = 4'h1;
      win = 0;
      c3 = 4'd1;
      c2 = 4'd5;
      h3 = 4'd6;
    end
    if (currState == C_1_5_H_2_6_E) begin
      cMove = 4'h1;
      win = 0;
      c3 = 4'd1;
      c2 = 4'd5;
      h3 = 4'd6;
    end
    if (currState == C_1_5_H_3_6_E) begin
      cMove = 4'h1;
      win = 0;
      c3 = 4'd1;
      c2 = 4'd5;
      h3 = 4'd6;
    end
    if (currState == C_1_5_H_4_6_E) begin
      cMove = 4'h1;
      win = 0;
      c3 = 4'd1;
      c2 = 4'd5;
      h3 = 4'd6;
    end
    if (currState == C_1_5_H_6_7_E) begin
      cMove = 4'h1;
      win = 0;
      c3 = 4'd1;
      c2 = 4'd5;
      h3 = 4'd6;
    end
    if (currState == C_1_5_H_6_8_E) begin
      cMove = 4'h1;
      win = 0;
      c3 = 4'd1;
      c2 = 4'd5;
      h3 = 4'd6;
    end
    if (currState == C_1_5_H_6_9_E) begin
      cMove = 4'h1;
      win = 0;
      c3 = 4'd1;
      c2 = 4'd5;
      h3 = 4'd6;
    end
    if (currState == C_1_5_9_H_2_6_W) begin
      cMove = 4'h7;
      win = 1;
      c3 = 4'd1;
      c2 = 4'd5;
      c1 = 4'd9;
      h3 = 4'd2;
      h2 = 4'd6;
    end
    if (currState == C_1_5_9_H_2_6_W_N) begin
      cMove = 4'h9;
      win = 1;
      c3 = 4'd1;
      c2 = 4'd5;
      c1 = 4'd9;
      h3 = 4'd2;
      h2 = 4'd6;
    end
    if (currState == C_1_5_9_H_3_6_W) begin
      cMove = 4'h9;
      win = 1;
      c3 = 4'd1;
      c2 = 4'd5;
      c1 = 4'd7;
      h3 = 4'd3;
      h2 = 4'd6;
    end
    if (currState == C_1_5_9_H_3_6_W_N) begin
      cMove = 4'h9;
      win = 1;
      c3 = 4'd1;
      c2 = 4'd5;
      c1 = 4'd9;
      h3 = 4'd3;
      h2 = 4'd6;
    end
    if (currState == C_1_5_9_H_4_6_W) begin
      cMove = 4'h9;
      win = 1;
      c3 = 4'd1;
      c2 = 4'd5;
      c1 = 4'd9;
      h3 = 4'd4;
      h2 = 4'd6;
    end
    if (currState == C_1_5_9_H_4_6_W_N) begin
      cMove = 4'h9;
      win = 1;
      c3 = 4'd1;
      c2 = 4'd5;
      c1 = 4'd9;
      h3 = 4'd4;
      h2 = 4'd6;
    end
    if (currState == C_1_5_9_H_6_7_W) begin
      cMove = 4'h9;
      win = 1;
      c3 = 4'd1;
      c2 = 4'd5;
      c1 = 4'd9;
      h3 = 4'd6;
      h2 = 4'd7;
    end
    if (currState == C_1_5_9_H_6_7_W_N) begin
      cMove = 4'h9;
      win = 1;
      c3 = 4'd1;
      c2 = 4'd5;
      c1 = 4'd9;
      h3 = 4'd6;
      h2 = 4'd7;
    end
    if (currState == C_1_5_9_H_6_8_W) begin
      cMove = 4'h9;
      win = 1;
      c3 = 4'd1;
      c2 = 4'd5;
      c1 = 4'd9;
      h3 = 4'd6;
      h2 = 4'd8;
    end
    if (currState == C_1_5_9_H_6_8_W_N) begin
      cMove = 4'h9;
      win = 1;
      c3 = 4'd1;
      c2 = 4'd5;
      c1 = 4'd9;
      h3 = 4'd6;
      h2 = 4'd8;
    end
    if (currState == C_1_3_5_H_6_9) begin
      cMove = 4'h3;
      win = 0;
      c3 = 4'd1;
      c2 = 4'd3;
      c1 = 4'd5;
      h3 = 4'd6;
      h2 = 4'd9;
    end
    if (currState == C_1_3_5_H_6_9_I) begin
      cMove = 4'h3;
      win = 0;
      c3 = 4'd1;
      c2 = 4'd3;
      c1 = 4'd5;
      h3 = 4'd6;
      h2 = 4'd9;
    end
    if (currState == C_1_3_5_H_2_6_9_E) begin
      cMove = 4'h3;
      win = 0;
      c3 = 4'd1;
      c2 = 4'd3;
      c1 = 4'd5;
      h3 = 4'd6;
      h2 = 4'd9;
    end
    if (currState == C_1_3_5_H_4_6_9_E) begin
      cMove = 4'h3;
      win = 0;
      c3 = 4'd1;
      c2 = 4'd3;
      c1 = 4'd5;
      h3 = 4'd6;
      h2 = 4'd9;
    end
    if (currState == C_1_3_5_H_6_7_9_E) begin
      cMove = 4'h3;
      win = 0;
      c3 = 4'd1;
      c2 = 4'd3;
      c1 = 4'd5;
      h3 = 4'd6;
      h2 = 4'd9;
    end
    if (currState == C_1_3_5_H_6_8_9_E) begin
      cMove = 4'h3;
      win = 0;
      c3 = 4'd1;
      c2 = 4'd3;
      c1 = 4'd5;
      h3 = 4'd6;
      h2 = 4'd9;
    end
    if (currState == C_1_2_3_5_H_4_6_9_W) begin
      cMove = 4'h2;
      win = 1;
      c3 = 4'd1;
      c2 = 4'd2;
      c1 = 4'd3;
      c0 = 4'd5;
      h3 = 4'd4;
      h2 = 4'd6;
      h1 = 4'd9;
    end
    if (currState == C_1_2_3_5_H_4_6_9_W_N) begin
      cMove = 4'h2;
      win = 1;
      c3 = 4'd1;
      c2 = 4'd2;
      c1 = 4'd3;
      c0 = 4'd5;
      h3 = 4'd4;
      h2 = 4'd6;
      h1 = 4'd9;
    end
    if (currState == C_1_2_3_5_H_6_7_9_W) begin
      cMove = 4'h2;
      win = 1;
      c3 = 4'd1;
      c2 = 4'd2;
      c1 = 4'd3;
      c0 = 4'd5;
      h3 = 4'd6;
      h2 = 4'd7;
      h1 = 4'd9;
    end
    if (currState == C_1_2_3_5_H_6_7_9_W_N) begin
      cMove = 4'h2;
      win = 1;
      c3 = 4'd1;
      c2 = 4'd2;
      c1 = 4'd3;
      c0 = 4'd5;
      h3 = 4'd6;
      h2 = 4'd7;
      h1 = 4'd9;
    end
    if (currState == C_1_2_3_5_H_6_8_9_W) begin
      cMove = 4'h2;
      win = 1;
      c3 = 4'd1;
      c2 = 4'd2;
      c1 = 4'd3;
      c0 = 4'd5;
      h3 = 4'd6;
      h2 = 4'd8;
      h1 = 4'd9;
    end
    if (currState == C_1_2_3_5_H_6_8_9_W_N) begin
      cMove = 4'h2;
      win = 1;
      c3 = 4'd1;
      c2 = 4'd2;
      c1 = 4'd3;
      c0 = 4'd5;
      h3 = 4'd6;
      h2 = 4'd8;
      h1 = 4'd9;
    end
    if (currState == C_1_3_5_7_H_2_6_9_W) begin
      cMove = 4'h7;
      win = 1;
      c3 = 4'd1;
      c2 = 4'd3;
      c1 = 4'd5;
      c0 = 4'd7;
      h3 = 4'd2;
      h2 = 4'd6;
      h1 = 4'd9;
    end
    if (currState == C_1_3_5_7_H_2_6_9_W_N) begin
      cMove = 4'h7;
      win = 1;
      c3 = 4'd1;
      c2 = 4'd3;
      c1 = 4'd5;
      c0 = 4'd7;
      h3 = 4'd2;
      h2 = 4'd6;
      h1 = 4'd9;
    end
  end
  always_ff @(posedge clock, posedge reset)
    if (reset)
      currState <= C_5;
    else
      currState <= nextState;
endmodule: task5
```
`flow/run.sh`:
```
#!/bin/bash
# OpenROAD 26Q1-2900-gdf79404cd8, Yosys 0.63+post, stock flow scripts
make -C /OpenROAD-flow-scripts/flow DESIGN_CONFIG=/design/flow/config.mk WORK_HOME=/design/flow/orfs finish
```
==> out/metrics.csv <==
stage,metric,value,unit
placement,gp_congestion,0.974,
power_and_ir_drop,clkPwrFrac,6.0,%
global_route,grt_pass1_vias,2151,
synth,synth_area,0.00176,mm2
synth,ys_cells,268,
synth,top_area_cell,dfrtp_1,
setup_path,max_stage_delay,0.47,ns
layout,top_regs,currState x6,
timing,whs,0.633,ns
route,drt_iter0_drc,340,
floorplanning,die_w,115,um
setup_path,worst_path_most_repeated_cell,buf_4,
layout,largest_register_ff_count,6,
setup_path,worstPathRequired,2.40,ns
route,drt_wl_total,7050,um
power_and_ir_drop,power_density,899,mW/mm2
synth,ys_types,63,
clock_network,path_clk_slew,0.04,ns
synth,yosys_register_bits,6,
route,drtAntennaViolNets,0,
setup_path,cp.arrival,2.28,ns
global_route,antenna_found_initial,0,
clock_network,cts_tree,yes,
route,wire_per_inst,17.2,um
clock_network,holdBufCountCts,0,
synth,avgSynthCellArea,6.57,um2
power_and_ir_drop,p_int,1.00,mW
timing,finalHoldViolations,0,
placement,hpwlAfterDp,5440,um
power_and_ir_drop,total_leakage_power,0.861,nW
clock_network,ctsRootBufferMaster,clkbuf_8,
setup_path,worstSetupPathType,reg2out,
timing,period_used_share,96.0,%
placement,port_buffers,33,
floorplanning,ios,45,
route,routed-via-count,2206,
setup_path,endpoint_kind,output pin,
synth,yosys.stat.seqShare,8.52,%
route,drc,0,
synth,edf_count,0,
clock_network,htree_levels,1,
timing,fin_tns_setup,0,ns
synth,postSynth.asyncResetShare,100,%
floorplanning,rows,34,
placement,place_ws,0.308,ns
route,drt_pass1_iterations,5,
timing,setup_viol,0,
synth,yosys_area,0.00176,mm2
job,warning_count,28,
min_path,hp-class,in2async,
synth,yosysWarnings,1,
timing,tightest_slew,0.585,ns
synth,top_cells_by_count,"nand2_1, nor2_1, o21ai_0, a21oi_1, buf_4",
setup_path,cp_max_fo,12,
power_and_ir_drop,combPwrFrac,83.1,%
power_and_ir_drop,peakVddDrop,0.379,mV
job,maxCapViolCount,0,
timing,rsz0062_at_grt,false,
timing,period_needed,2.88,ns
power_and_ir_drop,swShare,50.5,%
layout,top_register,currState,
layout,syn2layout_area_growth,27.6,%
route,insertedDiodeCount,0,
floorplanning,dieArea,0.0132,mm2
floorplanning,coreArea,0.00876,mm2
floorplanning,die_h,115,um
clock_network,insertion_delay,0.22,ns
global_route,grt_pass1_wl,11300,um
timing,worst_clock_skew,0.00240,ns
timing,fin_ws,0.121,ns
global_route,grt.total_usage,10.3,%
clock_network,cts.sinks,6,
synth,ys.flop_type,dfrtp_1,
setup_path,startpoint_type,flip-flop,
power_and_ir_drop,switchingPower,1.02,mW
timing,relSlewSlack,60.9,%
layout,layout-drive-gt1-share,15.3,%
timing,maxSlewViolCount,0,
floorplanning,floorplan.core_util,20.1,%
timing,max_freq,347,MHz
synth,syn_inst,268,
clock_network,clockBufferDepth,2,
run_status,status,"complete, no violations",
global_route,overflow,0,
synth,yosysTopAreaCellShare,8.52,%
clock_network,cts_buffers,3,
global_route,grt_start_max_net_pins,23,
setup_path,crit_slowest_cell,dfrtp_1,
synth,netlist_top_cells_area,"dfrtp_1, buf_4, o21ai_0, a21oi_1, nand2_1",
setup_path,ff2ff_setup_slack,0.95,ns
power_and_ir_drop,seqPwrFrac,10.8,%
setup_path,path_cells,buf_4 > buf_4 > inv_1 > nand2_1 > o21ai_0 > o211a_1 > clkdlybuf4s50_1,
route,detail_route.vias_per_cell,5.39,
-- what timing repair did --
action	CTS	global route
gates resized	0	1
setup endpoints to repair	0	8
buffers inserted	0	0
-- metrics by stage --
step | power, mW | utilization (%) | instances | cell area [um2]
3_5_place_dp | 1.86 | 25.2 | 406 | 2210
5_1_grt | 2.19 | 25.7 | 409 | 2250
4_1_cts | 2.00 | 25.6 | 409 | 2250
3_3_place_gp | 1.90 | 25.2 | 406 | 2210
6_report | 2.02 | 25.7 | 409 | 2250
2_1_floorplan | 1.18 | - | 278 | 1800
-- final timing paths --
path,startpoint,to,cells after the start
max in group asynchronous,reset,currState[3]$_DFF_PP0_,2
hold / removal,reset,currState[4]$_DFF_PP0_,2
min in group clk0,currState[5]$_DFF_PP0_,currState[4]$_DFF_PP0_,2
setup / recovery,currState[2]$_DFF_PP0_,c2[0],7
setup reg to reg,currState[0]$_DFF_PP0_,currState[0]$_DFF_PP0_,7
hold reg to reg,currState[5]$_DFF_PP0_,currState[4]$_DFF_PP0_,2
-- layout by cell type (no fill, tap or decap), types with 3 or more instances in the layout --
master | synthesis | routed
a211oi_1 | 5 | 5
a21oi_1 | 22 | 22
a221oi_1 | 4 | 4
a22oi_1 | 4 | 4
a31oi_1 | 6 | 6
a32oi_1 | 3 | 3
buf_4 | 18 | 26
clkbuf_8 | 0 | 3
clkdlybuf4s50_1 | 0 | 33
conb_1 | 1 | 11
dfrtp_1 | 6 | 5
ha_1 | 4 | 4
inv_1 | 6 | 6
nand2_1 | 25 | 25
nand2b_1 | 5 | 5
nand3_1 | 4 | 4
nor2_1 | 25 | 25
nor2b_1 | 11 | 11
nor3_1 | 7 | 7
nor3b_1 | 5 | 5
nor4_1 | 4 | 4
o211a_1 | 3 | 3
o211ai_1 | 3 | 3
o21ai_0 | 25 | 25
o22ai_1 | 5 | 5
-- critical path: cells and delay by family (launching register included) --
family | cells | cell delay (ns)
buffers and inverters | 4 | 1.10
flip-flops | 1 | 0.47
AND-OR/OR-AND | 2 | 0.29
AND/OR/NAND/NOR | 1 | 0.18
-- layout make-up --
| class | instances | area [um2] |
|---|---|---|
| inverter | 8 | 30.0 |
| timing repair buffer | 59 | 526 |
| tap | 108 | 135 |
| fill | 994 | 6520 |
| clock buffer | 3 | 41.3 |
| sequential | 6 | 151 |
| multi-input combinational | 225 | 1370 |
-- per-layer routing --
| metal | share of wire (%) | GRT usage [%] | vias to the layer above |
|---|---|---|---|
| met1 | 44 | 14.3 | 1024 |
| met2 | 44 | 15.5 | 133 |
| li1 | - | - | 1030 |
| met5 | 0 | 0 | - |
| met3 | 9.1 | 2.74 | 19 |
| met4 | 2.2 | 2.15 | 0 |
-- power by group through the flow --
stage	clock, mW	sequential [mW]	combinational (mW)
global route	0.127	0.227	1.84
finish	0.122	0.219	1.68
CTS	0.124	0.215	1.66
-- kinds of logic after synthesis --
logic type               count (synthesis)  synth area share, %
XOR/XNOR                                 2                0.994
buffers and inverters                   47                 16.1
AND/OR/NAND/NOR                        104                 31.3
AND-OR/OR-AND                          103                 39.3
flip-flops                               6                 8.52
multiplexers                             1                0.639
other                                    1                0.213
adder cells (fa/ha/maj)                  4                 2.84
Power figures rest on the tool's default switching activity, not on a simulated workload.
