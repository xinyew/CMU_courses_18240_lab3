==> flow/design.v <==
`default_nettype none
module myAbstractFSM (
  output logic [3:0] cMove,
  output logic       win,
  input  logic [3:0] hMove,
  input  logic       clock, reset);
  enum logic [2:0] {S0 = 3'b000, S1 = 3'b001,
                    S2 = 3'b010, S3 = 3'b011, 
                    S4 = 3'b100, S5 = 3'b101} currState, nextState;
  always_comb
    unique case (currState)
      S0: 
        nextState = (hMove == 4'h6) ? S1 : S0;
      S1: begin
        if (hMove == 4'h1 || hMove == 4'h5 || hMove == 4'h6)
          nextState = S1;
        else
          nextState = (hMove == 4'h9) ? S3 : S2;
      end
      S2:
        nextState = S2;
      S3: begin
        if (hMove == 4'h1 || hMove == 4'h4 || hMove == 4'h5 || hMove == 4'h6 
        || hMove == 4'h9)
          nextState = S3;
        else
            nextState = (hMove == 4'h2) ? S5 : S4;
      end
      S4:
        nextState = S4;
      S5:
        nextState = S5;
    endcase
  always_comb begin
    cMove = 4'b0000;
    win = 1'b1;
    if (currState == S0) begin
      cMove = 4'h5;
      win = 0;
    end
    if (currState == S1) begin
      cMove = 4'h1;
      win = 0;
    end
    if (currState == S2) begin
      cMove = 4'h9;
      win = 1;
    end
    if (currState == S3) begin
      cMove = 4'h3;
      win = 0;
    end
    if (currState == S4) begin
      cMove = 4'h2;
      win = 1;
    end
    if (currState == S5) begin
      cMove = 4'h7;
      win = 1;
    end
  end
  always_ff @(posedge clock)
    if (reset)
      currState <= S0;
    else
      currState <= nextState;
endmodule: myAbstractFSM
==> flow/run.sh <==
#!/bin/bash
# OpenROAD 26Q1-2900-gdf79404cd8, Yosys 0.63+post, stock flow scripts
make -C /OpenROAD-flow-scripts/flow DESIGN_CONFIG=/design/flow/config.mk WORK_HOME=/design/flow/orfs finish
==> flow/config.mk <==
export PLATFORM = sky130hd
export DESIGN_NAME = myAbstractFSM
export DESIGN_NICKNAME = myAbstractFSM
export VERILOG_FILES = /design/flow/design.v
export SDC_FILE = /design/flow/constraint.sdc
export NUM_CORES = 4
export LEC_CHECK = 1
export CORE_AREA = 10 10 70 70
export DIE_AREA = 0 0 80 80
==> flow/constraint.sdc <==
current_design myAbstractFSM

set clk_period 1.6
set clk_io_pct 0.2

create_clock -name clk0 -period $clk_period [get_ports {clock}]

set non_clock_inputs [all_inputs -no_clocks]
set_input_delay [expr $clk_period * $clk_io_pct] -clock clk0 $non_clock_inputs
set_output_delay [expr $clk_period * $clk_io_pct] -clock clk0 [all_outputs]
==> flow_summary.json <==
{
  "ys_sh_simple_pct": 39.6,
  "core-area_sq_um": 3420,
  "cp-endpoint": "cMove[3]",
  "clk_pin_slew_worst_paths_ns": 0.04,
  "power_frac_comb_pct": 16.3,
  "muxShareOfSynthArea_pct": 0,
  "layout-drive-gt1-share_pct": 34.4,
  "setup_viol_count_final": 0,
  "first_pass_iters": 4,
  "grt.total_usage_pct": 2.97,
  "mostFrequentLayoutCells": "buf_4, nor2_1, clkdlybuf4s50_1, dlygate4sd2_1, dfxtp_2",
  "fp_util_pct": 10.2,
  "syn-instance-count": 42,
  "antenna_cells": 0,
  "hold_viol": 0,
  "postRouteAntennaNets": 0,
  "adder_share_pct": 0,
  "worstReg2RegEnd": "currState[2]$_DFF_P_",
  "reg_top3": "currState (6)",
  "ys_area_sq_um": 348,
  "p_leak_nw": 0.222,
  "r2r-start": "currState[3]$_DFF_P_",
  "wire_per_inst_microns": 8.82,
  "ys_seq_share_pct": 34.5,
  "outcome": "complete, no violations",
  "startpoint": "currState[1]$_DFF_P_",
  "synth.distinct_cells": 25,
  "cts_buffers": 3,
  "warnings": 25,
  "rows": 21,
  "drt_iter0_markers": 19,
  "worstSkewPairLatency_ns": 0.24,
  "ir_drop_mv": 0.155,
  "fin_crit_ns": 1.53,
  "grt_setup_unrepaired": "false",
  "maxSlewViolCount": 0,
  "ys_ff": 6,
  "vias": 398,
  "p_clk_share_pct": 38.9,
  "antenna_found_initial": 0,
  "grt_pass1_vias": 383,
  "boundaryPins": 11,
  "drc": 0,
  "hold_buffers": 0,
  "max_freq_mhz": 656,
  "pwr-share-seq_pct": 44.8,
  "yosys_cells": 42,
  "overflow": 0,
  "finalClockSkew_ns": 0.00509,
  "startpoint_type": "flop",
  "tns_ns": 0,
  "r2r_slack_ns": 0.70,
  "synthAoiAreaFrac_pct": 23.7,
  "syn_area_sq_um": 348,
  "place_congestion": 0.784,
  "placement.io_buffers": 10,
  "syn_to_final_growth_pct": 70.9,
  "cts.sinks": 6,
  "whs_ns": 0.585,
  "synth.logic.top_family": "simple AND/OR/NAND/NOR gates",
  "worstPathRequired_ns": 1.28,
  "layout_top_cell": "buf_4",
  "worstHoldStart": "currState[4]$_DFF_P_",
  "worstHoldPathCells": 3,
  "power_w": 0.000344,
  "worstSetupPathType": "reg2out",
  "h-tree-depth": 1,
  "die_h_microns": 80,
  "finish.utilization_pct": 17.4,
  "die_x_microns": 80,
  "cts-root-buf": "clkbuf_4",
  "wirelength_microns": 944,
  "cts_tree": "done",
  "crit_arrival_ns": 1.21,
  "endpoint_kind": "output port",
  "synth_area_per_cell_sq_um": 8.28,
  "slew_headroom_pct": 84.8,
  "yosys.area_share.xor_xnor_pct": 0,
  "chipArea_sq_um": 6400,
  "regMostFlops": "currState",
  "dp_hpwl_microns": 761,
  "maxCapViolations": 0,
  "power_density_nw_per_um2": 579,
  "topCellsByArea": "dfxtp_1, nor2_1, nand4b_1, a21o_1, a31oi_1",
  "clockBufferDepth": 2,
  "via_per_inst": 3.72,
  "top_area_share_pct": 34.5,
  "grt_max_degree": 8,
  "hold_class": "reg2reg",
  "power_switching_w": 0.0000744,
  "synth_warnings": 1,
  "largest_reg_flops": 6,
  "worstPathMaxFanout": 3,
  "period_used_pct": 95.3,
  "worstMarginPinSlew_ns": 0.227,
  "yosys.area.top_type": "dfxtp_1",
  "p_int_w": 0.000270,
  "p_sw_share_pct": 21.6,
  "r2r_cells": 2,
  "grt_pass1_wl_microns": 1570
}
[through the flow]
stage / instances / setup WS (ns) / cell area (sq um)
2_1_floorplan: 42 / 0.538 / 348
3_3_place_gp: 103 / 0.0603 / 543
3_5_place_dp: 103 / 0.0517 / 543
6_report: 107 / 0.0745 / 594
5_1_grt: 107 / 0.0142 / 594
4_1_cts: 107 / 0.0589 / 586
[logic make-up after synthesis]
kind of cell,after synthesis
simple gates,22
compound gates,12
flops,6
buf+inv,2
[synthesized netlist by cell type]
library cell / number
nand2b_1: 1
o21ai_0: 1
and2b_1: 1
o21ai_1: 1
a2bb2oi_1: 1
a31oi_1: 2
a21oi_1: 2
inv_1: 2
or3_4: 1
nand2_1: 3
a21o_1: 2
nor2_2: 1
nand4b_1: 2
nand2_2: 1
nor4_1: 2
nor2_1: 5
nor2b_2: 1
and2b_4: 1
o2111ai_1: 1
o21bai_1: 1
nand3b_1: 1
or2_1: 1
or2b_1: 1
dfxtp_1: 6
a32o_1: 1
[worst max-delay path, cell delays in order, from the launching register on]
cell           delay [ns]
dfxtp_2              0.32
or3_4                0.36
nor2_2               0.07
dlygate4sd2_1        0.21
[per-layer routing]
metal	wire length [microns]	up-vias	GRT usage, %
met3	65	4	1.14
met1	383	177	3.07
met5	0	-	0
li1	-	196	-
met4	44	0	1.41
met2	451	21	5.14
[power by group through the flow]
stage     Clock [W]  Sequential [W]  Combinational (W)
5_1_grt    0.000157        0.000154          0.0000619
4_1_cts    0.000141        0.000153          0.0000559
6_report   0.000134        0.000154          0.0000562
[cell type report]
type                    instances  area (sq um)
fillers                       376          2820
multi-input cells              34           239
repair buffers                 16           139
flip-flops and latches          6           129
well taps                      46          57.6
clock buffers                   3          22.5
inverters                       2          7.51
[how the worst min path moves through the flow]
stage | endpoint | slack [ns]
global route | currState[0]$_DFF_P_ | 0.63
CTS | currState[4]$_DFF_P_ | 0.58
finish | currState[4]$_DFF_P_ | 0.59
[timing repair]
action,in CTS,in global routing
pin swaps,4,0
endpoints found under the setup margin,5,1
endpoints found under the hold margin,0,0
buffers inserted,1,0
gates resized,14,1
Power figures rest on the tool's default switching activity, not on a simulated workload.
